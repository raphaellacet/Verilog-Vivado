### flow/design.v
`timescale 1ns / 1ps
module HalfAdder(
    input X,
    input Y,
    output Sum,
    output Carry
    );
    assign Sum = X^Y;
    assign Carry = X&Y;
endmodule
module FullAdder(
    input X,
    input Y,
    input Cin,
    output Cout,
    output Sum
    );
    assign Sum = X^Y^Cin;
    assign Cout = (X&Y) | (X&Cin) | (Y & Cin);
endmodule
module TwoBitAdder(
    input [1:0]X,
    input [1:0]Y,
    output wire Cout,
    output wire Cin,
    output[1:0] Sum
);
    wire h;
    HalfAdder half_adder(.X(X[0]), .Y(Y[0]), .Sum(Sum[0]), .Carry(h));
    FullAdder full_adder(.X(X[1]), .Y(Y[1]), .Sum(Sum[1]), .Cin(h), .Cout(Cout));
endmodule
module F1(
    input W,
    input X,
    input Y,
    input Z,
    output F1_out
    );
    assign F1_out = (W &  X & Y & Z) | (W & ~X & ~Y & Z);
endmodule
module RAM(
input CLK,
input WE,
input [3:0] A,
output [3:0] Do,
input W,
input X,
input Y,
input Z,
input [1:0] Xi,
input [1:0] Yi
);
wire [3:0] Di;
reg [3:0] RAM [31:0]; 
F1 f1(.W(W), .X(X), .Y(Y), .Z(Z), .F1_out(Di[0]));
TwoBitAdder twobitadder(.X(Xi[1:0]), .Y(Yi[1:0]),.Sum(Di[2:1]),.Cout(Di[3]));
always @(posedge CLK) begin
    if(WE)
        RAM[A] <= Di;
    end
 assign Do= RAM[A];
endmodule    
### flow/run.sh
#!/bin/bash
# OpenROAD 26Q1-2900-gdf79404cd8, Yosys 0.63+post, stock flow scripts
make -C /OpenROAD-flow-scripts/flow DESIGN_CONFIG=/design/flow/config.mk WORK_HOME=/design/flow/orfs finish
### flow/config.mk
export PLATFORM = sky130hd
export DESIGN_NAME = RAM
export DESIGN_NICKNAME = RAM
export VERILOG_FILES = /design/flow/design.v
export SDC_FILE = /design/flow/constraint.sdc
export NUM_CORES = 4
export LEC_CHECK = 1
export CORE_UTILIZATION = 40
### flow/constraint.sdc
current_design RAM

set clk_period 1.7
set clk_io_pct 0.2

create_clock -name clk0 -period $clk_period [get_ports {CLK}]

set non_clock_inputs [all_inputs -no_clocks]
set_input_delay [expr $clk_period * $clk_io_pct] -clock clk0 $non_clock_inputs
set_output_delay [expr $clk_period * $clk_io_pct] -clock clk0 [all_outputs]
==> impl_metrics.ini <==
; yosys + openroad results
[run_status]
status = finished with violations
violated_checks = setup timing

[route]
via_density_per_instance = 5.100
totalWireLength_microns = 4855
drt-wirelength-per-cell_microns = 17.28
antenna-diode-count = 0
drc = 0
routed-via-count = 1433
initialDrtViolationCount = 61
dr.pass1.iters = 4
ant_nets = 0

[logic_synthesis]
ys_cells = 138
synth.area.top_cells = sky130_fd_sc_hd__edfxtp_1 (73%), sky130_fd_sc_hd__mux4_2 (8.5%), sky130_fd_sc_hd__mux4_1 (6.0%), sky130_fd_sc_hd__nor2_1 (1.8%), sky130_fd_sc_hd__nand3_1 (1.7%)
yosys_warnings = 1
post_synth_inst_count = 138
synth.yosys.chip_area_sq_um = 2645
enable_flop_cells = 64
ff_latch_count_synth = 64
proportion_of_register_bits_with_asynchronous_set_or_reset_after_synthesis = 0
syn_avg_cell_area_sq_um = 19.17
synth.largest_area_cell = sky130_fd_sc_hd__edfxtp_1
post_synth_instance_area_sq_um = 2645
yosysSeqAreaShare = 0.7266
top_area_cell_share = 0.7266
ff_type = sky130_fd_sc_hd__edfxtp_1
synth_cell_type_count = 23

[setup_path]
crit_path_top_delay_cell = sky130_fd_sc_hd__mux4_2
critical-path-max-stage-delay_ns = 0.49
critical_path.top_delay_family = multiplexers
timing.critical_path.cells = mux4_2 > a22oi_2 > nand3_1 > buf_2
worst-setup-path-type = reg -> out
timing.critical_path.arrival_ns = 1.60
startpoint_class_of_the_critical_path = flop
worst_ep_required_time_ns = 1.36
cp_num_cells = 4
worstSetupEndpointType = output port
cp.buffers_inverters = 1
critPathMaxFanout = 1

[finish]
final_core_util = 0.5356
seqCellArea_sq_um = 1922
register_with_the_most_flip_flops = RAM
flow.area_growth_from_synthesis_pct = 28.57
finalInstanceArea_sq_um = 3401
share_of_post_route_cells_with_drive_strength_above_1 = 0.3873
mostFrequentLayoutCells = sky130_fd_sc_hd__edfxtp_1 (64), sky130_fd_sc_hd__buf_4 (33), sky130_fd_sc_hd__mux4_2 (14), sky130_fd_sc_hd__nor2_1 (13)
mostFrequentLayoutCell = sky130_fd_sc_hd__edfxtp_1
largest_registers = RAM: 64 flops
layout.filler_cells = 494
largest_reg_flops = 64
stdcell_count = 281
combined_area_of_the_multi_input_logic_cells_sq_um = 651.9

[clock_network]
ctsLongestPathBuffers = 2
tritoncts_num_sinks = 64
h_tree_levels = 3
clock_tree_from_tritoncts = built
cts_hold_buf = 0
root_buffer = sky130_fd_sc_hd__clkbuf_8
clkSlewWorstSetupHoldPaths_ns = 0.07
number_of_buffers_created_by_cts = 9

[timing]
setup_ws_ns = -0.2423
hold_slack_ns = 0.7313
max_slew_margin = 0.6244
max_clock_freq_ghz = 0.5148
hold_viol_final = 0
timing_max_transition_violations_final = 0
fin_crit_ns = 1.942
fin_crit_sh = 1.143
worst_slew_pin_slew_ns = 0.5634
setup_tns_ns = -0.8655
rsz_0062_raised_after_global_routing = true
setup_viol = 4

[pwr]
power_leakage_nw = 1.166
pwr_density_cell_nw_per_um2 = 973.5
design_power_total_mw = 3.311
maximum_vdd_drop_mv = 0.8692

[global_routing]
number_of_global_route_vias_before_repair = 1588
antenna_violations_before_repair = 0
grt.overflow.total = 0
wire_length_of_the_first_global_routing_pass_microns = 7879
grtUsageTotal = 0.1646
grt_start_max_net_pins = 17

[floorplanning]
die.size.x_microns = 83.32
chipArea_sq_um = 6941
ios = 18
floorplan.core_area_sq_um = 6350
fp-utilization = 0.4166
die-height_microns = 83.32
fp-row-count = 29

[place]
buffer_ports.inserted = 17
place_hpwl_microns = 3231
pre_cts_ws_ns = -0.9732
dpl_cell_area_sq_um = 3159
place_congestion = 0.8440
post-place-cells = 259

[worst_hold_path]
min-delay-path-class = in -> reg
hold_end = RAM[0][2]
timing.hold.worst.start = A[0]
holdPathStages = 5

[flow_run]
cap_violations = 0
warnings = 27
layer usage:
layer | routed length, microns | share of wire | global-route usage | vias to the layer above
met1 | 2000 | 0.41 | 0.2430 | 688
met5 | 0 | 0 | 0 | -
met4 | 65 | 0.013 | 0.02038 | 0
met3 | 564 | 0.12 | 0.1080 | 7
met2 | 2224 | 0.46 | 0.2310 | 67
li1 | - | - | - | 671
where the power goes:
part,switching (mW),total [mW],internal (mW)
Sequential,0.00711,1.80,1.79
Clock,0.527,1.19,0.660
Combinational,0.149,0.323,0.174
logic make-up after synthesis:
logic type / count (synthesis) / share of synthesized area
mux: 16 / 0.1448
flops: 64 / 0.7266
simple gates: 39 / 0.07096
fa+ha+maj: 2 / 0.01230
compound gates: 4 / 0.01324
buf+inv: 12 / 0.02885
xor+xnor: 1 / 0.003312
tightest hold or removal path: stages:
cell and delay [ns]:
sky130_fd_sc_hd__buf_6 0.11, sky130_fd_sc_hd__buf_16 0.13, sky130_fd_sc_hd__buf_4 0.12, sky130_fd_sc_hd__nor3_1 0.04, sky130_fd_sc_hd__buf_4 0.15
how the worst max path moves through the flow:
stage / start / end / slack [ns]
final: RAM[3][3] / Do[3] / -0.24
after global routing: RAM[3][3] / Do[3] / -0.32
after CTS: RAM[3][2] / Do[2] / -0.28
synthesized netlist by cell type (3+ instances only):
cell / n
sky130_fd_sc_hd__buf_2: 3
sky130_fd_sc_hd__nand2_1: 5
sky130_fd_sc_hd__inv_1: 5
sky130_fd_sc_hd__nand3_1: 9
sky130_fd_sc_hd__edfxtp_1: 64
sky130_fd_sc_hd__mux4_1: 6
sky130_fd_sc_hd__mux4_2: 10
sky130_fd_sc_hd__nor3_1: 4
sky130_fd_sc_hd__nor2_1: 13
sky130_fd_sc_hd__a22oi_1: 3
final cells by class:
type / count / share of cell area
Timing Repair Buffer: 57 / 0.1545
Tap cell: 77 / 0.02833
Clock inverter: 7 / 0.01840
Inverter: 5 / 0.005519
Sequential cell: 64 / 0.5651
Multi-Input combinational cell: 62 / 0.1917
Clock buffer: 9 / 0.03642
repair_timing:
action | in CTS | in global routing
gates cloned | 2 | 0
setup buffers | 4 | 0
setup endpoints to repair | 20 | 4
hold endpoints to repair | 0 | 0
resized | 32 | 2
pin swaps | 8 | 1
No activity file was given, so power comes from the tool's default toggle rates.
