**/design/flow/run.sh**
```bash
#!/bin/bash
# OpenROAD 26Q1-2900-gdf79404cd8, Yosys 0.63+post, stock flow scripts
make -C /OpenROAD-flow-scripts/flow DESIGN_CONFIG=/design/flow/config.mk WORK_HOME=/design/flow/orfs finish
```
**/design/flow/config.mk**
```make
export PLATFORM = sky130hd
export DESIGN_NAME = Shift_Register
export DESIGN_NICKNAME = Shift_Register
export VERILOG_FILES = /design/flow/design.v
export SDC_FILE = /design/flow/constraint.sdc
export NUM_CORES = 4
export LEC_CHECK = 1
export CORE_AREA = 10 10 70 70
export DIE_AREA = 0 0 80 80
```
**/design/flow/constraint.sdc**
```tcl
current_design Shift_Register

set clk_period 1.0
set clk_io_pct 0.2

create_clock -name clk0 -period $clk_period [get_ports {CLK}]

set non_clock_inputs [all_inputs -no_clocks]
set_input_delay [expr $clk_period * $clk_io_pct] -clock clk0 $non_clock_inputs
set_output_delay [expr $clk_period * $clk_io_pct] -clock clk0 [all_outputs]
```
**/design/flow/design.v**
```verilog
`timescale 1ns / 1ps
module Shift_Register(
    input wire CLK,
    input wire LOAD,
    input wire LR_Shift,
    input wire [3:0]D,
    output reg [3:0]O
    );
always @(posedge CLK) 
begin
    if(LOAD == 1) 
    begin
    O<=D;
    end
    else 
    begin 
    if(LR_Shift == 0)
    begin
    O[0] <= D[0];
    O[1] <= O[0];
    O[2] <= O[1];
    O[3] <= O[2];
    end
    if(LR_Shift == 1)
    begin
    O[0] <= O[1];
    O[1] <= O[2];
    O[2] <= O[3];
    O[3] <= D[3];
    end
  end
end
endmodule
```
==> run summary <==
Update from the flow run.

The worst hold margin is 0.395 ns. The flow ran to the end, and the final reports show no timing, DRC or antenna violations. The type of element capturing the critical path is an output pin.

In this run the standard cell core region covers 3420 sq um. The type of the worst min-delay path is in -> reg. The post-cts repair resize count is 10. Setup repair after global routing left no endpoint under its margin. The count of unresolved DRC violations after routing is 0. Buffers inserted during clock tree synthesis total 3.

In the CTS report, the clock slew at the register clock pins of the worst setup and hold paths is listed as 0.04 ns. The remaining antenna violation count after routing is 0. The number of buffer cells added on primary ports is 10. The completed layout was analyzed and its total power is 0.482 mW.

The final timing report lists a hold violation count of 0. The maximum number of pins on one net before global-route repair is 7. The number of different library cells used by synthesis comes to 8. The total placed instance area is 327 sq um.

The area recorded from the Yosys report for this design is 154 sq um. Counting flops per register, the top entry is O. The registers reported with the highest flop counts are O (4).

Along the critical path, the tally of buffer and inverter instances is 1. The number of ports placed on the die boundary is 11. The final cell count without fillers is 76. The number of cells reported by Yosys stat comes to 14. TritonCTS built the clock tree. The share of final-layout standard cells stronger than drive strength 1 is 34.5%. The instance tally after logic synthesis is 14. The leakage power total is 0.138 nW. The via count of the first global-routing pass is 177.

The average footprint of a synthesized cell is 11.0 sq um. The detailed-routing iteration count for the pre-antenna-repair pass is 3. The share of power burned in combinational logic is 18.1%. The share of the cycle needed by the critical path after routing is 93.2%.

The longest clock path from root to sink contains 2 buffers. Recorded from the global router log, the overflow total was 0. The worst setup path is launched from a flip-flop. In the layout the commonest cells are sky130_fd_sc_hd__dfxtp_2, sky130_fd_sc_hd__clkdlybuf4s50_1, sky130_fd_sc_hd__clkdlybuf4s15_1. The first global-routing pass estimated 945 um of wire. The last weighted congestion value of the routability-driven placer is 0.731. The floorplan step set the die width to 80 um. Once the floorplan was initialized, standard cells occupied 4.51% of the core.

The register with the most flip-flops in the layout has 4 of them. The report lists the power per cell area as 1360 nW/um^2. On the critical path, the stage with the largest delay is an instance of sky130_fd_sc_hd__dfxtp_2. The number of synthesized register bits is 4. Of the synthesized area, sequential elements account for 52.0%. Across the VDD grid, the largest voltage drop is 0.310 mV. The worst-case headroom to the max-slew limit is 89.1%. The net switching power is 0.106 mW. The cell class contributing the biggest share of worst-path delay is flip-flops.

Per the skew report, the later register of the worst-skew pair sees a clock latency of 0.24 ns. Relative to the synthesized area, the layout overhead comes to 130%. The global routing usage summed across all routing layers is 2.08%. The critical path class is reg -> out. The mapped netlist covers 154 sq um.

Buffers added to address setup during post-CTS repair amount to 0. In this run, the number of DRC markers left after iteration 0 of detailed routing was 12. Counting tap cells, the placed design contains a total of 72 instances. The routed design could run at a clock period as short as 0.932 ns.

The die span in y is 80 um. The smallest setup slack after layout is 0.0682 ns. The detailed-route vias per instance is 2.05. The power share of the sequential group is 39.0%. In this run the critical path is formed by clkdlybuf4s15_1. The design internal power is 0.376 mW. The final total negative setup slack is 0 ns. The number of vias after detailed routing is 156. The total of max-cap violations is 0. The maximum fanout along the worst path is 2. The warning total across the stage logs is 25.

The switching portion of total power comes to 22.0%. The clock root buffer is sky130_fd_sc_hd__clkbuf_4. Counting every sink on the clock net gives 4. After floorplanning, the die was sized to cover 6400 sq um. The final design area excluding fillers is 354 sq um. The fraction of the core area covered by cells at the end of the flow is 10.4%. The CTS H-tree depth is 1. The placement-stage worst setup slack is -0.315 ns. The number of buffers inserted for hold repair after clock tree synthesis is 0. Setup slack on the worst reg-to-reg path comes out at 0.16 ns. The number of max-slew violations in the final report is 0. The post-detailed-routing wire length is 618 um. The initial antenna violation count is 1. In this build the clock could be raised as far as 1.07 GHz.

The number of rows in the core area is 21. The count of synthesis-stage warnings from yosys is 1. The transition time of the tightest slew-check pin is 0.159 ns. In the final report, the number of endpoints failing setup comes to 0. Per the detail_route report, routed wire per instance is 8.13 um. Data on the critical path is required at its endpoint by 0.80 ns. The final worst clock skew is 0.00143 ns.

The clock network burns 42.9% of the power. The timing report gives the biggest stage delay along the critical path as 0.32 ns. The arrival time at the worst endpoint is 0.73 ns.
power by group through the flow:
stage	sequential (mW)	combinational (mW)	clock, mW
CTS	0.187	0.0843	0.213
global route	0.190	0.0955	0.237
finish	0.188	0.0870	0.207
synth_stat cells (all sizes together):
| cell type | instances | area (sq um) |
|---|---|---|
| mux2i | 2 | 20.0 |
| o21ai | 2 | 10.0 |
| nand2b | 1 | 6.26 |
| nor2 | 1 | 3.75 |
| mux2 | 2 | 26.3 |
| dfxtp | 4 | 80.1 |
| nand2 | 2 | 7.51 |
cell type report:
type / count / area (sq um)
Clock buffer: 3 / 22.5
Multi-Input combinational cell: 10 / 73.8
Antenna cell: 1 / 2.50
Timing Repair Buffer: 12 / 113
Sequential cell: 4 / 85.1
Fill cell: 404 / 3060
Tap cell: 46 / 57.6
kinds of logic after synthesis:
group,share of synthesized area (%)
and+or+nand+nor,11.4
muxes,30.1
DFF,52.0
AOI/OAI and AO/OA,6.50
final timing paths:
path | endpoint | depth (start not counted) | startpoint
worst max-delay path | O[3] | 1 | O[3]$_DFF_P_
worst min-delay path | O[1]$_DFF_P_ | 2 | LOAD
worst max register to register | O[3]$_DFF_P_ | 2 | O[2]$_DFF_P_
worst min register to register | O[1]$_DFF_P_ | 2 | O[0]$_DFF_P_
metal layers:
metal,up-vias,global-route usage (%),wire length (um)
met4,0,0.352,0
met5,-,0,0
met1,61,2.46,287
li1,80,-,-
met2,15,1.44,118
met3,0,3.75,212
Power figures rest on the tool's default switching activity, not on a simulated workload.
