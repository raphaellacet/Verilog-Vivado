==> /design/flow/design.v <==
`timescale 1ns / 1ps
module Sequence_Counter(
    input wire CLK,
    output wire [3:0]O
    );
    wire [3:0]D;
    assign D[3] = ((O[3])&~(O[2])&~(O[1])&~(O[0])) | (~(O[3])&(O[2])&~(O[1])&(O[0]));
    assign D[2] = (~(O[3])&~(O[2])&(O[1])&(O[0])) | ((O[3])&~(O[2])&~(O[1])&~(O[0]));
    assign D[1] = (~(O[3])&~(O[2])&~(O[1])&(O[0])) | (~(O[3])&~(O[2])&(O[1])&~(O[0]));
    assign D[0] = (~(O[3])&~(O[2])&(O[1])) | ((O[3])&~(O[1]))&((O[2])~^((O[0])));
    D_Flip_Flop ff3(.D(D[3]), .CLK(CLK), .q(O[3]));
    D_Flip_Flop ff2(.D(D[2]), .CLK(CLK), .q(O[2]));
    D_Flip_Flop ff1(.D(D[1]), .CLK(CLK), .q(O[1]));
    D_Flip_Flop ff0(.D(D[0]), .CLK(CLK), .q(O[0]));
endmodule
module D_Flip_Flop(
    input D,
    input CLK,
    output reg q
    );
    always@(posedge CLK)
    begin
        if(CLK == 0 && D == 0)
            q <= q;
        if(CLK == 0 && D == 1)
            q <= q;
        if(CLK == 1 && D == 0)
            q <= D;
        if(CLK == 1 && D == 1)
            q <= D;
    end
endmodule
==> /design/flow/run.sh <==
#!/bin/bash
# OpenROAD 26Q1-2900-gdf79404cd8, Yosys 0.63+post, stock flow scripts
make -C /OpenROAD-flow-scripts/flow DESIGN_CONFIG=/design/flow/config.mk WORK_HOME=/design/flow/orfs finish
==> /design/flow/config.mk <==
export PLATFORM = sky130hd
export DESIGN_NAME = Sequence_Counter
export DESIGN_NICKNAME = Sequence_Counter
export VERILOG_FILES = /design/flow/design.v
export SDC_FILE = /design/flow/constraint.sdc
export NUM_CORES = 4
export LEC_CHECK = 1
export CORE_AREA = 10 10 70 70
export DIE_AREA = 0 0 80 80
==> /design/flow/constraint.sdc <==
current_design Sequence_Counter

set clk_period 1.9
set clk_io_pct 0.2

create_clock -name clk0 -period $clk_period [get_ports {CLK}]

set non_clock_inputs [all_inputs -no_clocks]
set_input_delay [expr $clk_period * $clk_io_pct] -clock clk0 $non_clock_inputs
set_output_delay [expr $clk_period * $clk_io_pct] -clock clk0 [all_outputs]
==> results.json <==
{
  "rows": 21,
  "dominantRegCellSynth": "edfxtp_1",
  "grt_util_all_layers_pct": 1.77,
  "share_of_layout_cells_above_drive_strength_1_pct": 38.5,
  "chipHeight_um": 80,
  "synth_sequential_area_ratio_pct": 46.6,
  "drc": 0,
  "grt_pass1_vias": 192,
  "synth.comb.largest_family": "simple AND/OR/NAND/NOR gates",
  "layout-area-overhead-vs-synth_pct": 40.8,
  "ys_sh_mux_pct": 0,
  "cpPeakStageDelay_ns": 0.52,
  "power_switching_mw": 0.0876,
  "cts_resized": 0,
  "clock_tree_from_tritoncts": "yes",
  "post_cts_hold_buffer_count": 0,
  "synthDistinctLibCells": 12,
  "detailedRoute.firstIterationViolations": 11,
  "slew_viol_final": 0,
  "route.antenna.remaining_nets": 0,
  "path_cells": "clkdlybuf4s50_1",
  "yosysWarningCount": 1,
  "timing.fmax_mhz": 569,
  "detailroute.via_count": 172,
  "synth-cells-yosys": 23,
  "drv.max_cap_violation_count": 0,
  "drt-total-wl_um": 495,
  "rsz0062_at_grt": "no",
  "p_leak_nw": 0.115,
  "enable_flop_cells": 4,
  "antenna_found_initial": 0,
  "core_area_sq_um": 3420,
  "cts.clk_slew.worst_paths_ns": 0.04,
  "worst_path_max_delay_cell": "clkdlybuf4s50_1",
  "crit_arrival_ns": 1.38,
  "floorplan.io_pins": 5,
  "ys_async_sr_fraction_pct": 0,
  "critPathMaxFanout": 8,
  "fin_skew_ns": 0.00224,
  "timing.critical_path.buf_inv": 1,
  "route.detailed.vias_per_inst": 2.39,
  "pwr-share-clk_pct": 68.0,
  "timing.hold.worst.class": "clock port to flip-flop",
  "post-cts-setup-buffer-count": 0,
  "r2r_cells": 2,
  "synth_area_sq_um": 258,
  "synthTopCellsByArea": "edfxtp_1 47%, buf_4 12%, or3b_1 6.8%, clkbuf_1 5.8%, nand3b_1 5.8%",
  "fillers": 398,
  "power.density_cell_area_nw_per_um2": 1020,
  "synth_xor_xnor_area_share_pct": 3.40,
  "timing_worst_setup_path_type": "flip-flop to primary output",
  "vdd.ir_drop.worst_v": 0.000181,
  "initial_utilization_pct": 7.55,
  "synth_area_per_cell_sq_um": 11.2,
  "setup_violating_endpoint_count_in_the_final_report": 0,
  "internal_power_mw": 0.284,
  "and_or_or_and_share_of_the_synthesized_area_pct": 10.2,
  "post-route-min-period_ns": 1.76,
  "top_area_share_pct": 46.6,
  "buffer_ports.inserted": 4,
  "worst_setup_path_start_kind": "flip-flop",
  "chipWidth_um": 80,
  "worstSetupEndpointType": "primary output",
  "finalSetupTns_ns": 0,
  "place_congestion": 0.687,
  "max-slew-margin-rel_pct": 80.7,
  "worst_path_dominant_cell_family": "buffers and inverters",
  "critical_path_required_time_ns": 1.52,
  "switching_share_pct": 23.6,
  "yosys-stat-area_sq_um": 258,
  "post_drt_wl_per_cell_um": 6.88,
  "fin_worst_hold_slack_ns": 0.0114,
  "critical_path_cell_count": 1,
  "worst_skew_pair.late_latency_ns": 0.35,
  "power.share.sequential_pct": 32.0,
  "outcome": "finished, final reports clean",
  "netlist_instances": 23,
  "count_of_cells_along_the_worst_hold_path": 2,
  "top_cells_by_count": "4 x buf_4, 4 x clkbuf_1, 4 x edfxtp_1, 2 x nand3b_1, 2 x or3b_1",
  "yosysTopAreaCell": "edfxtp_1",
  "worst_slew_pin_slew_ns": 0.290,
  "grt_first_pass_wirelength_um": 752,
  "globalRoute.totalOverflow": 0,
  "layout.core_utilization_pct": 10.6,
  "number_of_hold_violations_in_the_final_report": 0,
  "synth.cellmix.simpleShare_pct": 22.3,
  "warning_count": 25,
  "grt_start_max_net_pins": 9,
  "die_area_sq_um": 6400,
  "first_pass_iters": 3,
  "ys.flops": 4,
  "adder_share_pct": 0,
  "fin_crit_sh_pct": 92.5,
  "antennaDiodeCount": 0,
  "power.share.combinational_pct": 0
}
-- layout by cell type, fill, tap and decap left out, drive strengths merged --
cell | synthesis | layout
o211ai | 1 | 1
clkdlybuf4s50 | 0 | 4
nand3b | 2 | 2
nand4b | 1 | 1
xnor2 | 1 | 1
edfxtp | 4 | 4
or3b | 3 | 3
nor3 | 1 | 1
a21oi | 2 | 2
clkbuf | 4 | 7
-- kinds of logic (layout without fill, tap and decap cells) --
kind of cell	after synthesis	count (layout)
and+or+nand+nor	7	7
buffers and inverters	8	11
DFF	4	4
AOI/OAI and AO/OA	3	3
xor gates and xnor gates	1	1
-- final timing paths --
path,startpoint,slack [ns],endpoint
min reg2reg,ff1.q,0.67,ff3.q
max,ff2.q,0.14,O[2]
max reg2reg,ff0.q,0.69,ff0.q
min,CLK,0.01,ff3.q
-- area by class of cell --
class                      instances  area, sq um  area share, %
clock buffer                       7         52.6           14.5
multi-input combinational         11         92.6           25.5
sequential                         4          120           33.1
tap                               46         57.6           15.9
timing repair buffer               4         40.0           11.0
-- state kept, by name, indices dropped and copies added, names as in the netlist --
signal,count
ff3.q,1
ff1.q,1
ff0.q,1
ff2.q,1
-- metal layers --
metal  part of all wire (%)  track usage (%)  up-vias
li1                       -                -       85
met1                     35             1.34       76
met2                     40             1.36        8
met3                     22             3.41        3
met4                    2.0             1.58        0
met5                      0                0        -
-- power by group through the flow --
| stage | Clock (mW) | Sequential, mW | Combinational (mW) |
|---|---|---|---|
| finish | 0.253 | 0.119 | 0.0000000348 |
| global route | 0.287 | 0.119 | 0.0000000348 |
| CTS | 0.269 | 0.119 | 0.0000000348 |
-- through the flow --
step	setup slack [ns]	cell area, sq um	power [mW]	cells
floorplan	0.640	258	0.182	23
global placement	0.512	310	0.122	65
detailed placement	0.501	310	0.122	65
CTS	0.122	363	0.388	72
global route	0.0739	363	0.405	72
finish	0.143	363	0.372	72
Power and IR drop assume default switching activity.
